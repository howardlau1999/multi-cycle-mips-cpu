<file path="./design.v">
`timescale 1ns / 1ps
module reg_file(
		input wire			clk, rst,
		input wire  [4:0]	read1, read2, dbg_read, led_read,
		output wire [31:0]	data1, data2, dbg_data, led_data,
		input wire			regwrite,
		input wire	[4:0]	wrreg,
		input wire	[31:0]	wrdata);
    integer i;
	reg [31:0] mem [0:31];
	reg [31:0] _data1, _data2, _dbg_data;
    initial begin
            for (i = 0; i < 32; i=i+1) begin
                mem[i] = 32'd0;
            end
        end
	assign data1 = (read1 == 5'd0) ? 32'b0 : mem[read1];
    assign data2 = (read2 == 5'd0) ? 32'b0 : mem[read2];
    assign dbg_data = (dbg_read == 5'd0) ? 32'b0 : mem[dbg_read];
    assign led_data = (led_read == 5'd0) ? 32'b0 : mem[led_read];
	always @ (negedge clk) begin
	    if (rst) begin
	       for (i = 0; i < 32; i=i+1) begin
                mem[i] = 32'd0;
            end
	    end else
		if (regwrite && wrreg != 5'd0) begin
			mem[wrreg] <= wrdata;
		end
	end
endmodule
</file>
<file path="./run.sh">
#!/bin/bash
# OpenROAD 26Q1-2900-gdf79404cd8, Yosys 0.63+post, stock flow scripts
make -C /OpenROAD-flow-scripts/flow DESIGN_CONFIG=/design/flow/config.mk WORK_HOME=/design/flow/orfs finish
</file>
<file path="./config.mk">
export PLATFORM = sky130hd
export DESIGN_NAME = reg_file
export DESIGN_NICKNAME = reg_file
export VERILOG_FILES = /design/flow/design.v
export SDC_FILE = /design/flow/constraint.sdc
export NUM_CORES = 4
export LEC_CHECK = 1
export CORE_UTILIZATION = 40
</file>
<file path="./constraint.sdc">
current_design reg_file

set clk_period 24.5
set clk_io_pct 0.2

create_clock -name clk0 -period $clk_period [get_ports {clk}]

set non_clock_inputs [all_inputs -no_clocks]
set_input_delay [expr $clk_period * $clk_io_pct] -clock clk0 $non_clock_inputs
set_output_delay [expr $clk_period * $clk_io_pct] -clock clk0 [all_outputs]
</file>
==> metrics.sh <==
CPMAXSTAGEDELAYCELL='a2111oi_0'
AREA.GROWTH.SYNTH_TO_FINAL_PCT=17.84
DRT.ANTENNA.VIOLATING_NETS=0
UNREPAIRED_SETUP_ENDPOINTS_AFTER_GLOBAL_ROUTING='no'
DRT-WIRELENGTH-PER-CELL_UM=37.21
CLOCKBUFFERDEPTH=3
CLK_PIN_SLEW_NS=0.04
CTS_HTREE_LEVELS=4
CRITICAL_PATH_SINK_TYPE='primary output'
WORSTPATHBUFFERINVERTERCOUNT=1
GRT_ANTENNA_BEFORE_REPAIR=22
GRT_USE_TOTAL_PCT=38.33
SYNTH.CELL_AREA_MM2=0.07085
SYNTH.LARGEST_AREA_CELL='edfxtp_1'
VIAS_IN_THE_FIRST_GLOBAL_ROUTE=59570
P_SW_uW=1931
LARGESTREGISTERS='mem x1024'
MAX-SLEW-MARGIN-REL_PCT=11.39
SYNTHESIS.INSTANCES=5054
WORST-SLEW-PIN-TRANSITION_NS=1.296
SYNTH_CHIP_AREA_MM2=0.07085
CTS_SETUP_BUFFERS=0
TNS_NS=0
SYNTH-MAIN-FF-CELL='edfxtp_1'
REPORT.FINAL.SLEW_VIOL_COUNT=0
XOR_XNOR_SHARE_OF_THE_SYNTHESIZED_AREA_PCT=0
ROUTED_VIA_DENSITY=6.516
SYNTH-ASYNC-RESET-RATIO_PCT=0
MAXCAPVIOLCOUNT=0
DP_CELLS=7264
SYNTH.AREA.TOP_CELLS='edfxtp_1 43%, mux4_2 26%, and2_1 9.0%'
DIE.SIZE.Y_UM=422.9
COMPOUND_AREA_SHARE_PCT=6.718
GRT_FIRST_PASS_WIRELENGTH_UM=438900
DIE_WIDTH_UM=422.9
SETUP_VIOL=0
YOSYS-STAT-CELLS=5054
CRITICAL_PATH_DATA_REQUIRED_TIME_NS=19.60
CRITPATHMAXFANOUT=4
POSTCTSHOLDBUFS=0
POST_SYNTH_NUM_CELL_TYPES=45
MAXIMUM_NUMBER_OF_PINS_ON_ONE_NET_BEFORE_GLOBAL_ROUTE_REPAIR=79
SWSHARE_PCT=33.45
HOLD-PATH-CELL-COUNT=4
DP_HPWL_UM=199500
SYNTH_FLOPS=1024
ENABLE_FLOP_CELLS=1024
CLOCK_TREE_FROM_TRITONCTS='done'
POST_SYNTH_FA_HA_MAJ_AREA_FRACTION_PCT=0
YS_SH_SIMPLE_PCT=11.49
HOLD_END='led_data[2]'
CTS.SINK_COUNT=1024
FIN_CELLS=8535
SEQPWRFRAC_PCT=37.3
LOGIC_FAMILY='multiplexers'
ROUTE.VIAS.TOTAL=55620
PLACE.GP.CONGESTION=1.012
POWERDENSITY_mW_PER_MM2=69.15
GLOBALROUTE.TOTALOVERFLOW=0
IO_BUFFER_COUNT=187
FP-UTILIZATION_PCT=40.23
HOLD_VIOL_FINAL=0
YOSYSWARNINGCOUNT=1
OPENROAD.WARNINGS=1028
NUM_IO_PINS=188
POST-SYNTH-TOP-AREA-FRACTION_PCT=43.40
SYNTH.AVG_CELL_AREA_UM2=14.02
FLIP_FLOP_COUNT_OF_THE_LARGEST_REGISTER_AFTER_LAYOUT=1024
LEAKAGE_uW=0.03312
ROWS=154
TOTALWIRELENGTH_UM=317600
HOLDCRITPATHCLASS='in -> out'
CTS_BUFFERS=130
PEAKVDDDROP_mV=0.07936
DETAIL_ROUTE.DRC_VIOLATIONS=0
DETAIL_ROUTE.FIRST_PASS.ITERATIONS=7
SETUP.WORST_PATH.CLASS='reg -> out'
CORE-AREA_MM2=0.1761
LARGEST_REGISTER='mem'
DIEAREA_MM2=0.1788
WORST_PATH_DOMINANT_CELL_FAMILY='AND-OR/OR-AND gates'
SYNTHMOSTINSTANTIATEDCELL='edfxtp_1'
TIMING.HOLD.WORST.START='led_read[4]'
CELLINTERNALPOWER_uW=3842
TIMING.CRITICAL_PATH.FROM_TYPE='register'
YOSYS.STAT.SEQSHARE_PCT=43.40
CRIT_PATH_ARRIVAL_TIME_NS=16.10
POST_CTS.RESIZED_INSTANCES=0
CRITICAL-PATH-MAX-STAGE-DELAY_NS=1.08
CLKPWRFRAC_PCT=45.6
STATUS='complete, no violations'
COMBINATIONAL_POWER_SHARE_PCT=17.0
ROOT_BUFFER='clkbuf_16'
SYNTH.AREA.MUX_SHARE_PCT=34.33
DR.FIRST_ITER.DRC_COUNT=4833
FINAL_LAYOUT_SIZE_SUFFIX_GT1_SHARE_PCT=23.61
CRIT_PATH_CELL_TRACE='mux4_2, a22o_1, a2111oi_0, nor3_1, clkdlybuf4s50_1'
MOST_NUMEROUS_CELL_TYPES_IN_THE_SYNTHESIZED_NETLIST='1024 x edfxtp_1, 1015 x and2_1, 804 x mux4_2'
==> cell families after synthesis <==
logic type,after synthesis
compound gates,647
other cells,1
flops,1024
mux,1415
simple gates,1336
buf+inv,631
==> metrics by stage <==
stage / util (%) / hold WS (ns) / power, µW / instance area, µm² / setup WS [ns]
2_1_floorplan: - / 10.01 / 2927 / 70960 / 5.581
3_3_place_gp: 42.77 / 10.84 / 3369 / 75330 / 3.865
3_5_place_dp: 42.77 / 10.86 / 3370 / 75330 / 3.887
4_1_cts: 47.38 / 10.86 / 5798 / 83440 / 3.459
5_1_grt: 47.38 / 10.88 / 6054 / 83450 / 3.424
6_report: 47.40 / 10.88 / 5773 / 83480 / 3.501
==> how the worst max path moves through the flow <==
stage | from | end | slack (ns) | cells past startpoint
4_1_cts | mem[11][24] | led_data[24] | 3.46 | 5
5_1_grt | mem[11][24] | led_data[24] | 3.42 | 5
6_report | mem[11][24] | led_data[24] | 3.50 | 5
==> tightest hold or removal path, cell delays in order <==
cell,delay (ns)
buf_4,0.21
a2111oi_0,0.31
nor3_1,0.11
clkdlybuf4s50_1,0.44
==> power groups by stage <==
stage | registers, µW | logic (µW) | clock network, µW
after CTS | 2150 | 959 | 2690
after global routing | 2160 | 1010 | 2880
final | 2150 | 983 | 2630
==> cell usage in the layout (no fill, tap or decap), types with 16 or more instances in the layout <==
master,count
buf_4,252
inv_1,1081
and2_1,1012
nor2_4,35
nor4_1,36
a21oi_1,90
nor3_1,61
mux4_2,804
a22o_1,66
clkdlybuf4s50_1,166
a211o_1,26
a221oi_1,28
o221ai_1,31
a2111oi_0,30
or2_2,33
conb_1,32
mux2_2,77
mux2i_1,534
clkbuf_16,133
o32ai_1,20
nor2_1,29
o22ai_1,89
nor2b_1,79
a22oi_1,158
clkinvlp_2,29
diode_2,16
edfxtp_1,1024
a211oi_1,89
==> per-layer routing <==
metal | wire length [µm] | up-vias | global-route usage, %
met4 | 25740 | 52 | 25.73
met1 | 93380 | 26860 | 39.56
met3 | 61760 | 1232 | 33.03
met5 | 1498 | - | 6.048
li1 | - | 22360 | -
met2 | 135200 | 5110 | 50.19
==> layout make-up <==
class | count | area, µm²
multi-input combinational | 3430 | 37750
clock buffer | 133 | 3328
tap | 2340 | 2928
fill | 15100 | 92630
inverter | 31 | 116.4
clock inverter | 1123 | 4793
sequential | 1024 | 30750
timing repair buffer | 438 | 3782
antenna | 16 | 40.04
Power and IR drop assume default switching activity.
