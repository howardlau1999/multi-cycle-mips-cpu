## /design/flow/run.sh

```bash
#!/bin/bash
# OpenROAD 26Q1-2900-gdf79404cd8, Yosys 0.63+post, stock flow scripts
make -C /OpenROAD-flow-scripts/flow DESIGN_CONFIG=/design/flow/config.mk WORK_HOME=/design/flow/orfs finish
```

## /design/flow/config.mk

```make
export PLATFORM = sky130hd
export DESIGN_NAME = debug_screen
export DESIGN_NICKNAME = debug_screen
export VERILOG_FILES = /design/flow/design.v
export SDC_FILE = /design/flow/constraint.sdc
export NUM_CORES = 4
export LEC_CHECK = 1
export CORE_AREA = 10 10 198 198
export DIE_AREA = 0 0 208 208
```

## /design/flow/constraint.sdc

```tcl
current_design debug_screen

set clk_period 9.4
set clk_io_pct 0.2

create_clock -name clk0 -period $clk_period [get_ports {clk}]

set non_clock_inputs [all_inputs -no_clocks]
set_input_delay [expr $clk_period * $clk_io_pct] -clock clk0 $non_clock_inputs
set_output_delay [expr $clk_period * $clk_io_pct] -clock clk0 [all_outputs]
```

## /design/flow/design.v

```verilog
`timescale 1ns / 1ps
module debug_screen # (
    parameter CHAR_WIDTH = 8,
    parameter CHAR_HEIGHT = 8,
    parameter SCREEN_WIDTH = 640,
    parameter SCREEN_HEIGHT = 480,
    parameter CHARS_PER_ROW = SCREEN_WIDTH / CHAR_WIDTH,
    parameter CHARS_PER_COL = SCREEN_HEIGHT / CHAR_HEIGHT
)
(
    input wire clk,
    input wire [31:0] pc,
    input wire [31:0] reg_data, ram_data,
    input wire [31:0] inst, rs, rt, rd, imm, shamt, funct, alurslt,
    output wire [4:0] reg_addr,
    output wire [31:0] ram_addr,
    output reg bg_wrt,
    output reg [12:0] bam_addr,
    output reg [7:0] bam_write_data
);
reg [6:0] char_x = 0;
reg [5:0] char_y = 0;
reg [6:0] next_char_x = 0;
reg [5:0] next_char_y = 0;
reg [31:0] hex_data;
reg [7:0] hex_char[7:0];
integer i, hex;
always @ (posedge clk) begin
    char_x <= next_char_x;
    char_y <= next_char_y;
end
assign reg_addr = char_y >= 1 && char_y < 33 ? char_y - 1 : 0; 
assign ram_addr = char_y >= 1 && char_y < 10 ? (char_y - 1) * 4 : 0;
always @ * begin
    bam_write_data = 0;
    next_char_y = char_y;
    hex_data = 0;
    bam_addr = 0;
    bg_wrt = 0;
    if (char_x >= 13) begin
        if (char_x < 21 && (char_y <= 41 && char_y != 33)) begin
            if (char_y == 0) hex_data = pc;
            else if (char_y >= 1 && char_y < 33) hex_data = reg_data;
            else if (char_y == 34) hex_data = inst;
            else if (char_y == 35) hex_data = rs;
            else if (char_y == 36) hex_data = rt;
            else if (char_y == 37) hex_data = rd;
            else if (char_y == 38) hex_data = imm;
            else if (char_y == 39) hex_data = shamt;
            else if (char_y == 40) hex_data = funct;
            else if (char_y == 41) hex_data = alurslt;
            bg_wrt = 1;
            bam_write_data = hex_char[char_x - 13];
            bam_addr = char_x + char_y * CHARS_PER_ROW;
        end 
        else if (char_x >= 27 && char_x < 35 && char_y >= 1 && char_y < 10) begin
            bg_wrt = 1;
            bam_write_data = hex_char[char_x - 27];
            bam_addr = char_x + char_y * CHARS_PER_ROW;
            hex_data = ram_data;
        end
    end 
    if (char_x == CHARS_PER_ROW - 1) begin
        if (char_y == CHARS_PER_COL - 1) begin
            next_char_y = 0;
        end else begin 
            next_char_y = char_y + 1;
        end
        next_char_x = 0;
    end else begin 
        next_char_x = char_x + 1;
    end
    for (i = 0; i < 8; i = i + 1) begin
        hex = (hex_data >> ((7 - i) * 4) & 4'hF);
        hex_char[i] = hex < 10 ? 8'b00010000 + hex : 8'b00100001 + hex - 10 ;
    end
end
endmodule
```

==> results_dict.tcl <==
# collected from the flow reports
set metrics [dict create \
    min_path_type "reg2reg" \
    grt_pass1_vias 10320 \
    rows 68 \
    drt-total-wl_um 55290 \
    status "complete, no violations" \
    fin_crit_sh_pct 80.19 \
    synth_cell_types 100 \
    ant_nets 0 \
    core_area_um2 34710 \
    synth_top_area_share_pct 6.160 \
    peakVddDrop_v 0.00005071 \
    ys_area_um2 7109 \
    cp.arrival_ns 5.66 \
    critPathKind "reg2out" \
    place_congestion 1.006 \
    ff2ff_path_depth 4 \
    regToRegSetupSlack_ns 6.84 \
    synth_area_um2 7109 \
    areaGrowthSynthToFinish_pct 61.90 \
    finish.instance_area_um2 11510 \
    grt_start_max_net_pins 31 \
    layout_min_cycle_time_ns 7.538 \
    clk_latency_ns 0.24 \
    cap_violations 0 \
    cts.sinks 13 \
    setup_ws_ns 1.862 \
    cts_hold_buf 0 \
    warnings 37 \
    dp_slack_ns 2.006 \
    holdWs_ns 0.5486 \
    place_hpwl_um 46090 \
    yosysWarningCount 2 \
    hold_viol 0 \
    fp.dieW_um 208 \
    rsz0062_at_grt "false" \
    drt_iter0_drc 995 \
    setup_viol 0 \
    ys_cells 1044 \
    via_per_inst 5.633 \
    postSynthSeqShare_pct 4.505 \
    required_ns 7.52 \
    setup.worst_path.end "bam_write_data[4]" \
    place_area_um2 11410 \
    cts.path.max_buffers 2 \
    finClkSkew_ns 0.005822 \
    path_max_fanout 15 \
    cp-start-kind "flip-flop" \
    hp-start "char_x[0]$_SDFF_PN0_" \
    via_count 10420 \
    grt-ovfl-total 0 \
    crit_path_end_kind "output pin" \
    critPathLaunch "char_y[1]$_SDFFCE_PN0N_" \
    fillCellCount 3679 \
    ys.flop_type "dfxtp_1" \
    die_h_um 208 \
    numSynthFlops 13 \
    fmax_mhz 132.7 \
    htreeDepth 1 \
    antenna_found_initial 15 \
    path_clk_slew_ns 0.05 \
    grt_pass1_wl_um 78490 \
    syn_inst 1044 \
    top_area_cell "ha_1" \
    wl_per_cell_um 29.89 \
    io_buffers 407 \
    cts-root-buf "clkbuf_16" \
    io_pins 412 \
    tightestPinTransition_ns 0.9543 \
    avgSynthCellArea_um2 6.810 \
    edf_count 6 \
    tritoncts "done" \
    drc 0 \
    die_area_um2 43260 \
    cts-buffers-inserted 3 \
    timing.rr.start "char_y[3]$_SDFFCE_PN0N_" \
    p_per_area_nw_per_um2 28.84 \
    cts_resized 0 \
    dr.pass1.iters 8 \
    slew_violations 0 \
    slew_headroom_pct 36.25 \
    leakage_nw 3.945 \
    final.setup.tns_ns 0 \
    topCellsByArea "ha_1 6.2%, nor2_1 5.3%, nand2_1 5.0%" \
    post_cts_buffers 0 \
    grt_use_total_pct 24.49 \
    worstReg2RegEnd "char_y[3]$_SDFFCE_PN0N_" \
    drive_gt1_share_pct 7.220 \
    fp_util_pct 20.48 \
    synthArstFlopShare_pct 0 \
]
==> report_power, final <==
part	total, W	switching (W)	internal (W)
Sequential	0.0000588	0	0.0000588
Combinational	0.000193	0.0000517	0.000141
Clock	0.0000804	0.0000232	0.0000572
Total	0.000332	0.0000749	0.000257
==> cell usage in the layout (no fill, tap or decap), types with 7 or more instances in the layout <==
cell type / count
dfxtp_1: 7
or3_1: 7
buf_4: 40
a32o_1: 14
xnor2_1: 12
o22ai_1: 15
clkdlybuf4s50_1: 407
nor2_2: 7
nand2b_1: 9
a21oi_1: 55
nor2_1: 100
and3_1: 35
nand2_1: 94
a31o_2: 7
a31oi_1: 9
diode_2: 10
o21ai_0: 54
nor4_1: 7
o31ai_1: 8
a22oi_1: 10
a2111oi_0: 8
o211ai_1: 15
nor3_1: 29
nor2b_1: 16
inv_1: 28
nand3_1: 62
o21ai_1: 11
a21o_1: 15
ha_1: 35
xor2_1: 11
nor3b_1: 8
a211oi_1: 8
nand4_1: 8
a32oi_1: 14
and2_1: 16
o221ai_1: 16
a221o_1: 10
a221oi_1: 23
==> state kept, by name, summed over array words and instances (netlist names) <==
signal and count:
char_x 7, char_y 6
==> metal layers <==
layer	GRT usage, %	vias to the layer above	part of all wire, %
met5	0	-	0.17
met4	5.604	14	2.2
met3	6.930	70	9.5
met2	39.17	602	46
met1	32.03	5010	42
li1	-	4725	-
==> through the flow <==
stage | total power [W] | instances | utilization, %
after floorplan | 0.00008359 | 1047 | -
after detailed placement | 0.0002505 | 1836 | 32.86
after CTS | 0.0003337 | 1840 | 33.08
final | 0.0003319 | 1850 | 33.16
after global routing | 0.0003456 | 1847 | 33.14
after global placement | 0.0002512 | 1836 | 32.86
==> synth_stat cells (14+ instances only) <==
library cell and instances:
nor2_1 101, nand2_1 94, nand3_1 62, a21oi_1 55, o21ai_0 54, buf_4 37, and3_1 35, clkbuf_1 35
ha_1 35, buf_2 30, nor3_1 29, inv_1 28, a221oi_1 23, and2_1 16, nor2b_1 16, o221ai_1 16
a21o_1 15, o211ai_1 15, o22ai_1 15, a32o_1 14, a32oi_1 14
==> critical path, cell delays in order (launching register included) <==
cell and delay, ns:
edfxtp_1 0.56, inv_1 0.18, ha_1 0.62, inv_1 0.27, a21oi_1 0.19, buf_4 0.23, and2_1 0.60, buf_4 0.35
a21oi_1 0.15, o31ai_1 0.16, inv_1 0.16, ha_1 0.22, or2_0 0.23, a21boi_2 0.21, a2bb2oi_1 0.20, a21oi_1 0.09
a2111oi_1 0.38, o22ai_1 0.15, clkdlybuf4s50_1 0.44
==> how the worst min path moves through the flow <==
stage	endpoint	cells past startpoint
CTS	char_x[0]$_SDFF_PN0_	1
global route	char_x[0]$_SDFF_PN0_	1
finish	char_x[0]$_SDFF_PN0_	1
==> logic make-up (layout without fill, tap and decap cells) <==
group	count (synthesis)	in the layout	synth area share, %
buf+inv	143	481	10.88
xor+xnor	23	23	2.833
other cells	1	14	0.05275
fa+ha+maj	37	37	6.723
mux	10	10	1.478
compound gates	375	375	40.74
simple gates	442	442	32.79
flops	13	13	4.505
==> area by class of cell <==
cell class                 count  area [um^2]  share of cell area (%)
multi-input combinational    891         6030                   52.39
timing repair buffer         447         4374                   38.00
tap                          455        569.3                   4.946
sequential                    13        320.3                   2.783
inverter                      30        112.6                  0.9784
clock buffer                   4        78.83                  0.6849
antenna                       10        25.02                  0.2174
Power figures rest on the tool's default switching activity, not on a simulated workload.
